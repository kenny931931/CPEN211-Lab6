--- design/flow/design.v ---
module ALU(input [15:0] val_A, input [15:0] val_B, input [1:0] ALU_op, output [15:0] ALU_out, output [2:0] flag);
  reg [15:0] result;
  reg [2:0] state;
  assign ALU_out = result;
  assign flag = state;
  always_comb begin
    case(ALU_op)
	  2'b00 : result = val_A + val_B;  
	  2'b01 : result = val_A - val_B;  
	  2'b10 : result = val_A & val_B;  
	  2'b11 : result = ~val_B;		   
	endcase
	if (result == 16'b0)
	  state = 3'b100;
	else if (result[15] == 1'b1)
	  state = 3'b010;
	else
	  state = 3'b0;
	if (ALU_op == 2'b00 && (({val_A[15], val_B[15], result[15]} == 3'b001) || ({val_A[15], val_B[15], result[15]} == 3'b110)))
	  state[0] = 3'b1;
	if (ALU_op == 2'b01 && (({val_A[15], val_B[15], result[15]} == 3'b100) || ({val_A[15], val_B[15], result[15]} == 3'b011)))
	  state[0] = 3'b1;
  end
endmodule: ALU
module controller(input clk, input rst_n, input start,
                  input [2:0] opcode, input [1:0] ALU_op, input [1:0] shift_op,
                  input Z, input N, input V,
                  output reg waiting,
                  output reg [1:0] reg_sel, output reg[1:0] wb_sel, output reg w_en,
                  output reg en_A, output reg en_B, output reg en_C, output reg en_status,
                  output reg sel_A, output reg sel_B);
reg [3:0] next;
reg signal =0;
reg [3:0] state;
reg [4:0] instruction;
assign state = next;
always_ff @( posedge clk ) begin 
  if(start==1)begin
    signal<=1;
    next <= 4'd12;
    en_status <= 0;
    instruction <= {opcode,ALU_op};
  end 
  if(signal ==1) begin 
		if (~rst_n) begin  
			next <= 4'd12;
      waiting <= 1'b1;
      w_en <= 1'b0;
      wb_sel <= 2'b00;
      en_A <= 1'b0;
      en_B <= 1'b0;
      sel_A <= 1'b0;
      sel_B <= 1'b0;
      en_status <= 1'b0;
      en_C <= 1'b0;
		end else begin
			casex (instruction)
				5'b11010 : begin
          case (state)
              4'd12 : {next,reg_sel,w_en,wb_sel,waiting} <= {4'd3, 2'b10,1'b1,2'b10, 1'b0};
              4'd3 : {next, waiting, signal,w_en} <= {4'd12, 1'b1,1'b0,1'b0};
          endcase
        end
            5'b11000 : begin
              case (state)
                4'd12 : {next, reg_sel, en_B,waiting} <= {4'd5,2'b00,1'b1,1'b0};
                4'd5 : {next,sel_B,sel_A,en_C} <= {4'd6,1'b0,1'b1,1'b1};
                4'd6 : {next, wb_sel,w_en,reg_sel, en_C,en_B} <= {4'd4 ,2'b00,1'b1,2'b01,1'b0,1'b0};
                4'd4 : {next, waiting, signal, en_C, w_en} <= {4'd12, 1'b1,1'b0, 1'b0,1'b0};
              endcase
            end
            5'b101x0 : begin
            case (state)
            4'd12 : {next,reg_sel,en_A,en_B,waiting} <= {4'd1, 2'b00,1'b0,1'b1,1'b0};
            4'd1 : {next,reg_sel,en_A,en_B} <= {4'd2, 2'b10, 1'b1,1'b0};
            4'd2 : {next, sel_A,sel_B,en_C} <= {4'd8, 1'b0,1'b0,1'b1};
            4'd8 : {next, wb_sel,w_en,reg_sel,en_A,en_C,en_B} <= {4'd4, 2'b00, 1'b1,2'b01,1'b0,1'b0,1'b0};
            4'd4 : {next, waiting, signal, w_en} <= {4'd12, 1'b1,1'b0, 1'b0};
            endcase
            end
            5'b10101 : begin
              case (state)
            4'd12 : {next,reg_sel,en_A,en_B,waiting} <= {4'd1, 2'b00,1'b0,1'b1,1'b0};
            4'd1 : {next,reg_sel,en_A,en_B} <= {4'd2, 2'b10, 1'b1,1'b0};
            4'd2 : {next, sel_A,sel_B, en_status} <= {4'd0, 1'b0,1'b0,1'b1};  
            4'd0 : {next, en_status, signal,en_A,en_C,en_B,waiting} <= {4'd12, 1'b0, 1'b0,1'b0,1'b0,1'b0,1'b1};
              endcase
            end
            5'b10111 : begin
              case (state)
              4'd12 : {next,reg_sel,en_A,en_B,waiting} <= {4'd1, 2'b00,1'b0,1'b1,1'b0};
              4'd1 : {next, sel_A,sel_B,en_C} <= {4'd8, 1'b0,1'b0,1'b1};
              4'd8 : {next, wb_sel,w_en,reg_sel} <= {4'd4, 2'b00, 1'b1,2'b01};
              4'd4 : {next, waiting, signal, w_en,en_A,en_C,en_B} <= {4'd12, 1'b1,1'b0,1'b0,1'b0,1'b0,1'b0};
              endcase
            end
            default : next <= 4'd12;
			endcase
    end 
	end
	end
endmodule: controller
module cpu(input clk, input rst_n, input load, input start, input [15:0] instr,
           output waiting, output [15:0] out, output N, output V, output Z);
  reg [15:0] f_instr;
  wire [15:0] sximm5, sximm8, d_out;
  wire [2:0] opcode, r_addr, w_addr;
  wire [1:0] reg_sel, wb_sel, op, shift_op;  
  wire z, n, v, w, w_en, en_A, en_B, en_C, en_status, sel_A, sel_B;
  assign out = d_out;
  assign Z = z;
  assign N = n;
  assign V = v;
  assign waiting = w;
  idecoder i(f_instr, reg_sel,
        opcode, op, shift_op,
		sximm5, sximm8,
		r_addr, w_addr);
  controller c(clk, rst_n, start,
        opcode, op, shift_op,
		z, n, v,
		w,
		reg_sel, wb_sel, w_en,
		en_A, en_B, en_C, en_status,
		sel_A, sel_B);
  datapath d(clk, 16'b0, 8'b0, wb_sel,
        w_addr, w_en, r_addr, en_A,
		en_B, shift_op, sel_A, sel_B,
		op, en_C, en_status,
		sximm8, sximm5,
		d_out, z, n, v);
  always_ff @(posedge clk) begin
    if (load)
	  f_instr <= instr;
  end
endmodule: cpu
module datapath(input clk, input [15:0] mdata, input [7:0] pc, input [1:0] wb_sel,
                input [2:0] w_addr, input w_en, input [2:0] r_addr, input en_A,
                input en_B, input [1:0] shift_op, input sel_A, input sel_B,
                input [1:0] ALU_op, input en_C, input en_status,
				input [15:0] sximm8, input [15:0] sximm5,
                output [15:0] datapath_out, output Z_out, output N_out, output V_out);
  reg [15:0] reg_A, reg_B, out, val_A, val_B, w_data;
  wire [15:0] r_data, shift_out, ALU_out;
  reg [2:0] flag_out;
  wire [2:0] flag;
  assign datapath_out = out;
  assign Z_out = flag[2];
  assign N_out = flag[1];
  assign V_out = flag[0];
  regfile r(w_data, w_addr, w_en, r_addr, clk, r_data);
  shifter s(reg_B, shift_op, shift_out);
  ALU a(val_A, val_B, ALU_op, ALU_out, flag);
  always_ff @(posedge clk) begin
    if (en_A) reg_A <= r_data;
	if (en_B) reg_B <= r_data;
	if (en_C) out <= ALU_out;
	if (en_status) flag_out <= flag;
  end
  always_comb begin
	if (sel_A) begin
	  val_A = 16'b0;
	end else begin
	  val_A = reg_A;
	end
	if (sel_B) begin
	  val_B = sximm5;
	end else begin
	  val_B = shift_out;
	end
	case (wb_sel)
	  2'b00 : w_data = out;
	  2'b01 : w_data = {8'b0, pc};
	  2'b10 : w_data = sximm8;
	  2'b11 : w_data = mdata;
	endcase
  end
endmodule: datapath
module idecoder(input [15:0] ir, input [1:0] reg_sel,
                output reg [2:0] opcode, output reg[1:0] ALU_op, output reg[1:0] shift_op,
		output reg [15:0] sximm5, output reg [15:0] sximm8,
                output reg[2:0] r_addr, output reg[2:0] w_addr);
   always_comb begin
        opcode = ir[15:13];
        ALU_op = ir[12:11];
        sximm5 = {ir[4],ir[4],ir[4],ir[4],ir[4],ir[4],ir[4],ir[4],ir[4],ir[4],ir[4],ir[4:0]};
        sximm8 = {ir[7],ir[7],ir[7],ir[7],ir[7],ir[7],ir[7],ir[7],ir[7:0]};
        shift_op = ir[4:3];
        case(reg_sel)
                2'b10: {r_addr,w_addr} = {ir[10:8],ir[10:8]};
                2'b01: {r_addr,w_addr} = {ir[7:5],ir[7:5]};
                2'b00: {r_addr,w_addr} = {ir[2:0],ir[2:0]};
                default: {r_addr,w_addr} = {6'b000000};
        endcase
  end
endmodule: idecoder
module regfile(input [15:0] w_data, input [2:0] w_addr, input w_en, input [2:0] r_addr, input clk, output [15:0] r_data);
  reg [15:0] m[0:7];
  assign r_data = m[r_addr];
  always_ff @(posedge clk) if (w_en) m[w_addr] <= w_data;
endmodule: regfile
module shifter(input [15:0] shift_in, input [1:0] shift_op, output reg [15:0] shift_out);
  always_comb begin
    case (shift_op)
    2'b00 : shift_out = shift_in;
    2'b01 : shift_out = shift_in << 1;
    2'b10 : shift_out = shift_in >> 1;
    2'b11 : shift_out = $signed(shift_in) >>> 1;
    endcase
  end
endmodule: shifter
--- design/flow/run.sh ---
#!/bin/bash
# OpenROAD 26Q1-2900-gdf79404cd8, Yosys 0.63+post, stock flow scripts
make -C /OpenROAD-flow-scripts/flow DESIGN_CONFIG=/design/flow/config.mk WORK_HOME=/design/flow/orfs finish
--- design/flow/config.mk ---
export PLATFORM = sky130hd
export DESIGN_NAME = cpu
export DESIGN_NICKNAME = cpu
export VERILOG_FILES = /design/flow/design.v
export SDC_FILE = /design/flow/constraint.sdc
export NUM_CORES = 4
export LEC_CHECK = 1
export CORE_UTILIZATION = 30
--- design/flow/constraint.sdc ---
current_design cpu

set clk_period 12.7
set clk_io_pct 0.2

create_clock -name clk0 -period $clk_period [get_ports {clk}]

set non_clock_inputs [all_inputs -no_clocks]
set_input_delay [expr $clk_period * $clk_io_pct] -clock clk0 $non_clock_inputs
set_output_delay [expr $clk_period * $clk_io_pct] -clock clk0 [all_outputs]
==> Slide: Implementation Results <==
Synthesis and Place & Route Summary

Status
  • Run status: finished, final reports clean

STA
  • Crit path time final: 8.01 ns
  • Worst-Margin Slew: 0.939 ns
  • Fin. Hold Viols: 0
  • Setup total negative slack: 0 ns
  • Pins Over Slew Limit: 0
  • Final Setup Violations: 0
  • Fmax: 0.125 GHz
  • Unrepaired setup endpoints after global routing: no
  • Cycle use final: 63.1%
  • Slew Limit Headroom: 36.7%
  • Final Skew: 0.0213 ns

Logic synthesis
  • Ys Warns: 8
  • Top-area cell type share of the netlist area: 57.1%
  • Synthesized registers: 217
  • Largest cells by area: edfxtp_1 (57%), nand2_1 (7.1%), nand3_1 (4.1%)
  • Yosys chip area: 10700 um2
  • Synth Seq Share: 59.7%
  • Top_reg_cell synth: edfxtp_1
  • Post-synth cell types: 72
  • Syn avg cell area: 10.7 um2
  • Post-synth ARST share: 0%
  • Synth Instances: 997
  • Area leader, netlist: edfxtp_1
  • Yosys cell count: 997
  • Post-synth EDFFs: 203
  • Mapped Area: 10700 um2

Clock network
  • Clock slew at reported path FFs: 0.06 ns
  • CTS Buffer Depth: 3
  • CTS buffer count: 23
  • Post-CTS setup buffers: 0
  • Insertion delay at the late pin of the worst-skew pair: 0.52 ns
  • Cts repair resizes: 0
  • # H-tree levels: 1
  • CTS tree: yes
  • Root Buffer: clkbuf_16
  • Cts hold-fix bufs: 0
  • Clock sinks: 217

GRT
  • Largest net degree at the start of global routing: 66
  • Number of global-route vias before repair: 7307
  • Gr ovfl total: 0
  • Total Routing Usage GR: 15.2%
  • Initial antenna violation count: 0
  • First-pass GRT wire length: 40900 um

Setup path
  • Cells on worst reg2reg path: 17
  • WP data required: 10.16 ns
  • Critical path class: reg -> out
  • Largest fanout on the critical path: 42
  • Reg2reg end: d.out[15]
  • Crit. End Element: output pin
  • FF-to-FF Start: f_instr[4]
  • Crit path launch type: register
  • Arrival time at the worst endpoint: 5.47 ns
  • Reg-to-reg slack, setup: 8.07 ns

Power
  • Max rail drop VDD: 91.7 uV
  • P_sw: 0.739 mW
  • Internal power: 1.56 mW
  • Power share of the combinational group: 29.1%
  • Net switching fraction of the power: 32.1%
  • Flop pwr share: 43.3%
  • Lkg Pwr: 4.36 nW
  • Tot Pwr: 2.30 mW
  • Pwr Density: 187 nW/um2
  • Clock share of power: 27.6%

Detailed routing
  • ANT nets after route: 0
  • Via density: 5.01
  • Initial DRC Count: 543
  • Antenna cell count: 0
  • Vias: 7489
  • Drt wl/cell: 17.2 um
  • Final wirelength: 25700 um
  • First-pass DRT Iterations: 5
  • # DRC: 0

Cells and area
  • Util after Layout: 35.3%
  • Most instantiated logic cells after routing: edfxtp_1 (203), nand2_1 (200), nand3_1 (88)
  • Final instance area: 12300 um2
  • Most instantiated logic cell after routing: edfxtp_1
  • Area Overhead vs Synth: 14.8%
  • Share of layout cells above drive strength 1: 7.98%

Die
  • Die Y: 191 um
  • I/O pin cnt: 40
  • Core Area: 34800 um2
  • Die X: 191 um
  • Die ar.: 36400 um2
  • Row Count: 68
  • FP Util: 30.7%

Hold path
  • Hold crit path type: reg -> reg
  • Worst Hold Path EP: c.instruction[2]
  • Hold path depth: 0
  • Min-delay src: f_instr[13]

Job
  • Log Warnings: 26
  • Max cap viols: 0

Placed design
  • Port Buffers: 39
  • HPWL after DPL: 17000 um
  • Cell Area, Placed: 11600 um2
  • Routability cong.: 0.916
==> flip-flops by register name, summed over array words and instances (netlist names), 3 cells and up <==
signal         flops
c.next             9
f_instr           16
d.out             16
d.reg_B           16
c.instruction      5
c.reg_sel          3
d.r.m            128
d.reg_A           16
==> critical path: stages, from the launching register on <==
cell and delay, ns:
edfxtp_1 0.36, buf_4 0.26, or3b_4 0.44, and2_2 0.21
ha_1 0.28, nand2_1 0.04, o21ai_0 0.14, inv_1 0.09
ha_1 0.29, nor2b_1 0.14, o31ai_1 0.48, a221oi_2 0.16
a31oi_1 0.43, o21ai_0 0.20, xnor2_1 0.17, a2111oi_0 0.40
nand4b_1 0.19, a211oi_2 0.22, clkdlybuf4s50_1 0.49
==> cell families (layout without fill, tap and decap cells) <==
kind of cell    Yosys count  count (layout)  synth area share (%)
buf+inv                  83             126                  3.21
simple gates            421             421                  18.1
xor+xnor                 24              24                  1.97
flops                   217             217                  59.7
fa+ha+maj                18              18                  2.18
compound gates          208             208                  12.3
mux                      26              26                  2.61
==> stage by stage <==
stage	hold slack [ns]	cells	setup WS, ns
after floorplan	0.400	997	6.13
after global placement	0.403	1456	5.27
after detailed placement	0.406	1456	5.28
after CTS	0.420	1495	4.68
after global routing	0.426	1495	4.31
final	0.418	1495	4.69
==> power by group through the flow <==
stage / logic, mW / clock network, mW / registers [mW]
4_1_cts: 0.674 / 0.650 / 0.997
5_1_grt: 0.753 / 0.679 / 1.01
6_report: 0.668 / 0.635 / 0.995
==> worst max path at each step <==
stage	to	cells after the start	startpoint
CTS	Z	18	f_instr[4]
global route	Z	18	f_instr[4]
finish	Z	18	f_instr[4]
==> layer usage <==
layer | global-route usage [%] | part of all wire [%] | vias up
met2 | 24.1 | 47 | 193
met3 | 4.06 | 6.0 | 34
met4 | 2.92 | 2.1 | 0
met1 | 21.9 | 44 | 3561
li1 | - | - | 3701
met5 | 0 | 0 | -
==> cells in the mapped netlist (all sizes together), types with 5 or more instances <==
master / instances
edfxtp: 203
nand2: 201
nand3: 88
o21ai: 81
nor2: 47
clkbuf: 45
a21oi: 41
inv: 30
nor2b: 19
ha: 17
xnor2: 16
mux2: 15
dfxtp: 14
nor3: 14
a31oi: 13
mux2i: 11
nand2b: 11
and2: 8
buf: 8
o21a: 8
xor2: 8
a21boi: 7
a22oi: 7
nor3b: 7
o31ai: 6
a21o: 5
o211ai: 5
or3: 5
==> final cells by class <==
cell class,count,area (um2)
clock buffer,25,583
clock inverter,14,115
inverter,30,113
tap,455,569
fill,3306,22500
multi-input combinational,697,3990
timing repair buffer,57,526
sequential,217,6380
No activity file was given, so power comes from the tool's default toggle rates.
